### config.mk
export PLATFORM = sky130hd
export DESIGN_NAME = kw4281_driver_hex
export DESIGN_NICKNAME = kw4281_driver_hex
export VERILOG_FILES = /design/flow/design.v
export SDC_FILE = /design/flow/constraint.sdc
export NUM_CORES = 4
export LEC_CHECK = 1
export CORE_AREA = 10 10 98 98
export DIE_AREA = 0 0 108 108
### run.sh
#!/bin/bash
# OpenROAD 26Q1-2900-gdf79404cd8, Yosys 0.63+post, stock flow scripts
make -C /OpenROAD-flow-scripts/flow DESIGN_CONFIG=/design/flow/config.mk WORK_HOME=/design/flow/orfs finish
### design.v
`timescale 1ns / 1ps
module clock_divider #(
    parameter DIVISOR = 2
) (
    input  logic rst_n,
    input  logic clk_in,
    output logic clk_out
);
  logic [$clog2(DIVISOR)-1:0] counter;
  always_ff @(posedge clk_in or negedge rst_n) begin
    if (!rst_n) begin
      counter <= DIVISOR;
      clk_out <= 0;
    end else begin
      if (counter == 0) begin
        counter <= DIVISOR;
        clk_out <= ~clk_out;
      end else begin
        counter <= counter - 1;
      end
    end
  end
endmodule
`timescale 1ns / 1ps
module hex2seg (
    input  logic [3:0] hex,
    output logic [6:0] seg
);
  always_comb begin
    case (hex)
      4'h0: seg = 7'b1000000;
      4'h1: seg = 7'b1111001;
      4'h2: seg = 7'b0100100;
      4'h3: seg = 7'b0110000;
      4'h4: seg = 7'b0011001;
      4'h5: seg = 7'b0010010;
      4'h6: seg = 7'b0000010;
      4'h7: seg = 7'b1111000;
      4'h8: seg = 7'b0000000;
      4'h9: seg = 7'b0010000;
      4'hA: seg = 7'b0001000;
      4'hB: seg = 7'b0000011;  
      4'hC: seg = 7'b1000110;
      4'hD: seg = 7'b0100001;  
      4'hE: seg = 7'b0000110;
      4'hF: seg = 7'b0001110;
      default: seg = 7'b1111111;  
    endcase
  end
endmodule
`timescale 1ns / 1ps
module kw4281_driver_hex #(
    parameter int CLOCK_FREQUENCY = 100000000
) (
    input logic rst_n,
    input logic clk,
    input logic [3:0][3:0] input_hex,
    output logic [3:0] an,
    output logic [6:0] seg
);
  logic clk_1000hz;
  clock_divider #(
      .DIVISOR(CLOCK_FREQUENCY / 1000)
  ) clock_divider_0 (
      .rst_n  (rst_n),
      .clk_in (clk),
      .clk_out(clk_1000hz)
  );
  logic [1:0] counter;
  always_ff @(posedge clk_1000hz or negedge rst_n) begin
    if (!rst_n) begin
      counter <= 3;
    end else if (counter == 0) begin
      counter <= 3;
    end else begin
      counter <= counter - 1;
    end
  end
  always_comb begin
    case (counter)
      2'b00:   an = 4'b0111;
      2'b01:   an = 4'b1011;
      2'b10:   an = 4'b1101;
      2'b11:   an = 4'b1110;
      default: an = 4'b1111;
    endcase
  end
  hex2seg decoder (
      .hex(input_hex[counter]),
      .seg(seg)
  );
endmodule
### constraint.sdc
current_design kw4281_driver_hex

set clk_period 7.8
set clk_io_pct 0.2

create_clock -name clk0 -period $clk_period [get_ports {clk}]

set non_clock_inputs [all_inputs -no_clocks]
set_input_delay [expr $clk_period * $clk_io_pct] -clock clk0 $non_clock_inputs
set_output_delay [expr $clk_period * $clk_io_pct] -clock clk0 [all_outputs]
==> flow_summary.json <==
{
  "final.setup.tns_ps": 0,
  "clk_pin_slew_worst_paths_ps": 70,
  "outcome": "finished clean",
  "synth_area_um2": 1370,
  "top_cell": "nor2_1",
  "overflow": 0,
  "worst_pin_slew_ps": 492,
  "ys_area_um2": 1370,
  "reg2reg_to": "clock_divider_0.counter[13]$_DFF_PN0_",
  "clk_latency_ps": 250,
  "cts.repair.resized": 0,
  "drv_slew": 0,
  "path_max_fanout": 6,
  "viasPerCell": 3.87,
  "setup_viol": 0,
  "crit_chain": "clkdlybuf4s50_1 -> mux4_2 -> inv_1 -> ha_1 -> inv_1 -> o31ai_1 -> clkdlybuf4s50_1",
  "die_x_um": 108,
  "untimed_endpoints": 6,
  "area_leaders": "dfrtp_1, dfstp_2, ha_1",
  "cts_setup_buffers": 0,
  "wl_um": 2810,
  "min_path_type": "reg -> reg",
  "leakage_nw": 0.702,
  "dp_hpwl_um": 2220,
  "maxCapViolCount": 0,
  "drt_first_pass_iters": 4,
  "cts_buffers": 3,
  "htree_num_levels": 1,
  "io_buffers": 28,
  "ys_top_cells_by_count": "nor2_1, inv_1, dfrtp_1, ha_1, nand2_1",
  "yosysWarningCount": 3,
  "fin_crit_ps": 5230,
  "rows": 32,
  "ys_seq_share_pct": 37.3,
  "syn_area_per_cell_um2": 10.0,
  "antennaDiodeCount": 0,
  "yosys.area.top_type": "dfrtp_1",
  "grt_start_max_net_pins": 21,
  "vdd_drop_max_uv": 103,
  "place.gp.congestion": 0.865,
  "ff_type": "dfrtp_1",
  "rrSetupSlack_ps": 5780,
  "yosys.area.top_type_share_pct": 21.9,
  "cts-root-buf": "clkbuf_8",
  "synth-edff-count": 0,
  "cp-end-kind": "primary output",
  "rr_startpoint": "clock_divider_0.counter[4]$_DFF_PN0_",
  "utilization_pct": 23.8,
  "grt_setup_unrepaired": "false",
  "ys_cells": 137,
  "fmax_mhz": 191,
  "period_used_pct": 67.1,
  "coreArea_um2": 7650,
  "final_area_um2": 1820,
  "io_pins": 29,
  "initial_core_util_pct": 17.9,
  "grt_pass1_vias": 1018,
  "drive_above_1_share_pct": 15.7,
  "startpoint": "input_hex[9]",
  "detail_route.iter0.violations": 9,
  "powerDensity_nw_per_um2": 109,
  "skew_ps": 6.44,
  "critPathRequiredTime_ps": 6240,
  "worstSetupStartpointType": "input port",
  "ctsHoldBuffers": 0,
  "ys_ff": 20,
  "warning_count": 34,
  "worstPathArrival_ps": 3670,
  "hold_viol": 0,
  "crit_path_end": "seg[0]",
  "ant_nets": 0,
  "slowest_stage": "mux4_2",
  "r2r_cells": 4,
  "timing_worst_setup_path_type": "in -> out",
  "postPlaceCellArea_um2": 1760,
  "cts_buffer_depth": 2,
  "syn_to_final_growth_pct": 32.8,
  "die_h_um": 108,
  "synth-async-reset-ratio_pct": 100,
  "dieArea_um2": 11700,
  "vias": 1038,
  "netlist_instances": 137,
  "critPathMaxStageDelay_ps": 540,
  "wire_per_inst_um": 10.5,
  "unclocked_regs": 2,
  "ys_types": 40,
  "antenna_found_initial": 0,
  "cts_tree": "yes",
  "grt_usage_pct": 4.87,
  "grt_pass1_wl_um": 4780,
  "drc": 0,
  "slew_headroom_pct": 66.9
}
placed cells by master (no fill, tap or decap), drive strengths merged, types with 2 or more instances in the layout:
cell / n
clkdlybuf4s50: 28
nor2: 15
inv: 14
ha: 12
dfrtp: 12
nand2: 11
dfstp: 8
xnor2: 6
xor2: 5
o21ai: 5
mux4: 4
a21oi: 4
clkbuf: 4
nor4: 4
o21a: 3
mux2: 3
nor2b: 3
or4: 3
and2: 2
nand3: 2
o31ai: 2
and3: 2
kinds of logic after synthesis:
| kind of cell | count (synthesis) | share of synthesized area [%] |
|---|---|---|
| compound gates | 19 | 9.04 |
| buf+inv | 18 | 5.39 |
| flops | 20 | 37.3 |
| mux | 7 | 9.04 |
| simple gates | 50 | 21.3 |
| xor+xnor | 11 | 7.03 |
| fa+ha+maj | 12 | 11.0 |
area by class of cell:
| cell class | instances | area (µm²) |
|---|---|---|
| inverters | 14 | 52.6 |
| flip-flops and latches | 20 | 510 |
| fillers | 797 | 5830 |
| repair buffers | 29 | 288 |
| well taps | 102 | 128 |
| multi-input cells | 99 | 786 |
| clock buffers | 4 | 55.1 |
sequential cells by signal (all words and copies together) (netlist names):
name                     count
clock_divider_0.clk_out      1
clock_divider_0.counter     17
counter                      2
stage by stage:
stage / hold WS (ps) / power [mW] / instances / setup WS, ps
2_1_floorplan: 448 / 0.105 / 137 / 3590
3_3_place_gp: 472 / 0.124 / 264 / 2590
3_5_place_dp: 476 / 0.124 / 264 / 2580
4_1_cts: 494 / 0.201 / 268 / 2580
5_1_grt: 519 / 0.208 / 268 / 2460
6_report: 490 / 0.198 / 268 / 2570
worst min path at each step:
stage / start / to / slack, ps / cells past startpoint
4_1_cts: clock_divider_0.counter[16]$_DFF_PN1_ / clock_divider_0.counter[16]$_DFF_PN1_ / 490 / 2
5_1_grt: clock_divider_0.counter[16]$_DFF_PN1_ / clock_divider_0.counter[16]$_DFF_PN1_ / 520 / 2
6_report: clock_divider_0.counter[16]$_DFF_PN1_ / clock_divider_0.counter[16]$_DFF_PN1_ / 490 / 2
where the power goes:
group	total (mW)	switching [mW]	internal (mW)
Combinational	0.0284	0.0101	0.0183
Clock	0.0765	0.0317	0.0448
Sequential	0.0935	0	0.0935
Total	0.198	0.0418	0.157
critical path, delay by kind of cell:
| family | cells | cell delay (ps) |
|---|---|---|
| AND-OR/OR-AND | 1 | 230 |
| adder cells (fa/ha/maj) | 1 | 210 |
| multiplexers | 1 | 540 |
| buffers and inverters | 4 | 1120 |
per-layer routing:
metal	GRT usage, %	wire length, µm
met1	7.37	1540
met2	6.85	1010
met3	1.57	254
met4	0.477	15
met5	0	0
Power is estimated from default activity; no workload was simulated.
